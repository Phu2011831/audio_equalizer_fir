<file path="design.v">
module RTL (
    input logic clk, reset_n,
    input logic signed [23:0] data_in,
    output logic signed [23:0] data_out
);
logic signed [23:0] areg1, areg2, areg3;
logic signed [23:0] mreg1, mreg2, mreg3;
logic signed [23:0] preg1, preg2;
logic signed [23:0] coeff1 = 1;
logic signed [23:0] coeff2 = 2;
logic signed [23:0] coeff3 = 3;
logic signed [23:0] mul1,mul2,mul3;
always @(posedge clk or negedge reset_n) begin
    if (!reset_n) begin
        areg1 <= 0;
        areg2 <= 0;
        areg3 <= 0;
    end else begin      
        areg1 <= data_in;
        areg2 <= areg1;
        areg3 <= areg2;
		  mul1 = areg1 * coeff1;
		  mul2 = areg2 * coeff2;
		  mul3 = areg3 * coeff3;
    end
end
always @(posedge clk or negedge reset_n) begin
    if (!reset_n) begin
        mreg1 <= 0;
        mreg2 <= 0;
        mreg3 <= 0;
    end else begin
		  mreg1=mul1;
		  mreg2=mul2;
		  mreg3=mul3;
    end
end
always @(posedge clk or negedge reset_n) begin
    if (!reset_n) begin
        preg1 <= 0;
        preg2 <= 0;
    end else begin
		  preg1=mreg1;
		  preg2=preg1 + mreg2;
		  data_out = preg2 + mreg3;
    end
end
endmodule
</file>
<file path="run.sh">
#!/bin/bash
# OpenROAD 26Q1-2900-gdf79404cd8, Yosys 0.63+post, stock flow scripts
make -C /OpenROAD-flow-scripts/flow DESIGN_CONFIG=/design/flow/config.mk WORK_HOME=/design/flow/orfs finish
</file>
<file path="config.mk">
export PLATFORM = sky130hd
export DESIGN_NAME = RTL
export DESIGN_NICKNAME = RTL
export VERILOG_FILES = /design/flow/design.v
export SDC_FILE = /design/flow/constraint.sdc
export NUM_CORES = 4
export LEC_CHECK = 1
export CORE_UTILIZATION = 50
</file>
<file path="constraint.sdc">
current_design RTL

set clk_period 13.6
set clk_io_pct 0.2

create_clock -name clk0 -period $clk_period [get_ports {clk}]

set non_clock_inputs [all_inputs -no_clocks]
set_input_delay [expr $clk_period * $clk_io_pct] -clock clk0 $non_clock_inputs
set_output_delay [expr $clk_period * $clk_io_pct] -clock clk0 [all_outputs]
</file>
==> impl_metrics.csv <==
group,metric,value,unit
outcome,status,"finished, violations left",
outcome,failed_checks,"DRC",
final_layout,mi_logic_area,2780,um2
clocking,tritoncts.num_buffers,24,
global_routing,antenna_found_initial,0,
critical_path,critical_path.endpoint_type,"output port",
floorplanning,design.portCount,50,
clocking,clock_tree.buffer_depth,3,
job,warnings,29,
drt,detailedRoute.firstPassIterationCount,45,
placed_design,place_congestion,0.882,
logic_synthesis,postSynthRegisterBits,238,
final_layout,number_of_inserted_filler_cells_in_the_final_layout,1319,
clocking,clock_root_buffer,"clkbuf_16",
logic_synthesis,dominant_comb_cell,"adder cells",
sta,final_min_period_over_clock_period,29.5,%
critical_path,crit_path_end,"data_out[21]",
logic_synthesis,syn-mean-instance-area,16.1,um2
drt,wire_per_inst,14.5,um
sta,timing.final.crit_period,4.01,ns
clocking,post-cts-setup-buffers,0,
critical_path,worstSetupStartpointType,"register",
critical_path,crit_family,"buffers and inverters",
logic_synthesis,flip_flops_with_a_built_in_enable,95,
clocking,cts-resized-gates,0,
final_layout,area_growth,17.7,%
clocking,ctsHtreeMaxLevel,1,
critical_path,cp_max_fo,1,
sta,totalNegativeSetupSlack,0,ns
clocking,cts_hold_repair.buffers,0,
sta,post_route_clock_skew,0.00791,ns
drt,total_antenna_diodes_in_the_routed_design,0,
floorplanning,fp_util,51.3,%
logic_synthesis,adder_share,14.1,%
final_layout,final-seq-area,6430,um2
sta,worstMarginPinSlew,0.743,ns
logic_synthesis,yosys.area_share.aoi,8.05,%
clocking,tritoncts_clock_tree,"built",
drt,detail_route.drc_violations,16,
critical_path,worst-endpoint-arrival,1.29,ns
clocking,cts.clk_slew.worst_paths,0.06,ns
logic_synthesis,yosys-top-cells-area,"dfrtp_1 (39%), edfxtp_1 (31%), ha_1 (8.9%)",
global_routing,grt_first_pass_wirelength,22300,um
drt,iteration_0_drc_markers,203,
global_routing,largest_net_degree_at_the_start_of_global_routing,138,
power_and_ir_drop,power.density_cell_area,179,nW/um2
logic_synthesis,synth.area.mux_share,0,%
power_and_ir_drop,intPower,1470,uW
sta,setup_viol,0,
logic_synthesis,simple_gate_share,4.15,%
critical_path,startpoint_of_the_worst_register_to_register_path,"areg3[1]$_DFF_PN0_",
drt,average_vias_per_placed_instance,5.06,
power_and_ir_drop,power.leakage,0.00462,uW
logic_synthesis,yosysTopAreaCell,"dfrtp_1",
power_and_ir_drop,netSwitchingFraction,24.6,%
logic_synthesis,ys_sh_xor,3.68,%
power_and_ir_drop,irDropWorstVdd,0.000159,V
power_and_ir_drop,seqPwrFrac,45.2,%
floorplanning,core_box_area,18100,um2
logic_synthesis,post_synth_inst_count,577,
sta,slew-limit-headroom,50.5,%
critical_path,data_required_time_at_the_worst_endpoint,10.88,ns
clocking,cts_num_sinks,238,
critical_path,critPathSlowestCell,"clkdlybuf4s50_1",
job,max_cap_viol_count,0,
critical_path,critPathMaxStageDelay,0.45,ns
sta,rsz0062_at_grt,"false",
drt,detailroute.via_count,4547,
logic_synthesis,ys.warnings.count,1,
logic_synthesis,synthesis.area,9280,um2
logic_synthesis,synth.distinct_cells,48,
floorplanning,chipWidth,138,um
final_layout,final_layout_size_suffix_gt1_share,7.17,%
power_and_ir_drop,clock_power_share,34.7,%
floorplanning,die_h,138,um
placed_design,post-dp-hpwl,8920,um
critical_path,path_cells,"clkdlybuf4s50_1",
logic_synthesis,yosys_most_used_dff,"dfrtp_1",
floorplanning,row_count,49,
drt,drt_wl_total,13000,um
sta,timing.final.max_slew_violations,0,
global_routing,grt_overflow_total,0,
critical_path,regToRegSetupSlack,10.47,ns
logic_synthesis,yosysTopAreaCellShare,38.6,%
power_and_ir_drop,p_comb_share,20.1,%
placed_design,placed_cells_incl_taps,854,
sta,hold-worst-slack,0.340,ns
clocking,insertion_delay,0.50,ns
final_layout,final_cell_count_no_fill,898,
critical_path,crit_cells,1,
logic_synthesis,cell_total_in_the_yosys_stat_output,577,
critical_path,critical_path_buf_inv_count,1,
critical_path,setup.worst_path.class,"register to output port",
logic_synthesis,register_area_share_after_synthesis,69.3,%
worst_hold_path,hp-class,"register to register",
sta,final_hold_viol_count,0,
critical_path,worst_r2r_path_cells,10,
sta,max_clock_freq,250,MHz
power_and_ir_drop,power_switching,482,uW
logic_synthesis,synthArstFlopShare,60.1,%
drt,postRouteAntennaNets,0,
critical_path,reg2reg_to,"mul3[20]$_DFFE_PP_",
global_routing,grtUsageTotal,15.9,%
logic_synthesis,synth_chip_area,9280,um2
critical_path,setup.worst_path.start,"data_out[21]$_DFFE_PP_",
placed_design,placement.io_buffers,49,
floorplanning,chip_area,19100,um2
global_routing,grt_pass1_vias,4738,
## worst min-delay path by stage
stage,cells past startpoint,to,slack [ns],start
after CTS,0,mreg3[12]$_DFF_PN0_,0.34,mul3[12]$_DFFE_PP_
final,0,mreg3[12]$_DFF_PN0_,0.34,mul3[12]$_DFFE_PP_
after global routing,0,mreg3[2]$_DFF_PN0_,0.35,mul3[2]$_DFFE_PP_
## power groups by stage
| stage | combinational (uW) | sequential [uW] | clock, uW |
|---|---|---|---|
| after global routing | 445 | 895 | 732 |
| final | 393 | 885 | 679 |
| after CTS | 398 | 886 | 701 |
## sequential cells by signal (all words and copies together), names as in the netlist
| signal | flops |
|---|---|
| mreg2 | 23 |
| mul1 | 24 |
| areg1 | 24 |
| mreg1 | 24 |
| mul3 | 24 |
| areg2 | 24 |
| areg3 | 24 |
| mul2 | 23 |
| data_out | 24 |
| mreg3 | 24 |
## routing by layer
layer / GRT usage (%) / wire [um] / part of all wire [%]
met2: 21.6 / 5330 / 41
met4: 3.67 / 390 / 3.0
met3: 5.22 / 1020 / 7.8
met1: 28.1 / 6240 / 48
met5: 0 / 0 / 0
## synth_stat cells (3+ instances only)
| cell type | instances |
|---|---|
| xnor2_1 | 28 |
| nand2_1 | 25 |
| o31ai_1 | 3 |
| nor2_1 | 22 |
| o21bai_1 | 4 |
| a21o_1 | 18 |
| nand3_1 | 6 |
| inv_1 | 16 |
| o21a_1 | 4 |
| a211oi_1 | 5 |
| a21boi_1 | 5 |
| ha_1 | 66 |
| fa_1 | 24 |
| a31oi_1 | 7 |
| o21ai_0 | 8 |
| a21oi_1 | 34 |
| edfxtp_1 | 95 |
| xor2_1 | 11 |
| o211ai_1 | 3 |
| dfrtp_1 | 143 |
| nand2b_1 | 4 |
| and4_1 | 3 |
| and3_1 | 5 |
| o21ai_1 | 7 |
## metrics by stage
step                      setup WS (ns)  utilization (%)  total power (uW)  cell area, um2
after floorplan                   10.58                -              1140            9280
after global placement             9.28             55.7              1290           10100
after detailed placement           9.24             55.7              1300           10100
after CTS                          9.57             60.4              1990           10900
after global routing               9.53             60.4              2070           10900
final                              9.59             60.4              1960           10900
## layout make-up
type / count / share of cell area (%)
flip-flops and latches: 238 / 58.9
multi-input cells: 321 / 25.4
repair buffers: 50 / 4.72
clock inverters: 15 / 1.74
inverters: 16 / 0.550
well taps: 229 / 2.62
clock buffers: 29 / 6.05
## cells by family (layout without fill, tap and decap cells)
group | after synthesis | in the layout
XOR/XNOR | 39 | 39
adder cells (fa/ha/maj) | 90 | 90
AND/OR/NAND/NOR | 79 | 79
buffers and inverters | 18 | 110
AND-OR/OR-AND | 113 | 113
flip-flops | 238 | 238
## cells in the final DEF (no fill, tap or decap), types with 4 or more instances in the layout
cell	count
a21boi_1	5
nor2_1	22
nand2b_1	4
nand2_1	25
ha_1	66
a211oi_1	5
xor2_1	11
fa_1	24
o21ai_1	7
clkdlybuf4s50_1	48
nand3_1	6
o21a_1	4
a21o_1	18
a21oi_1	34
edfxtp_1	95
xnor2_1	28
a31oi_1	7
o21ai_0	8
clkbuf_16	25
dfrtp_1	143
inv_1	16
o21bai_1	4
and3_1	5
clkinv_2	5
bufinv_16	4
No activity file was given, so power comes from the tool's default toggle rates.
